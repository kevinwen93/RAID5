File: flow/config.mk
export PLATFORM = sky130hd
export DESIGN_NAME = cache_data_in_mux
export DESIGN_NICKNAME = cache_data_in_mux
export VERILOG_FILES = /design/flow/design.v
export SDC_FILE = /design/flow/constraint.sdc
export NUM_CORES = 4
export LEC_CHECK = 1
export CORE_AREA = 10 10 133 133
export DIE_AREA = 0 0 143 143
File: flow/constraint.sdc
current_design cache_data_in_mux

set clk_period 8.2
set clk_io_pct 0.2

create_clock -name clk0 -period $clk_period

set non_clock_inputs [all_inputs -no_clocks]
set_input_delay [expr $clk_period * $clk_io_pct] -clock clk0 $non_clock_inputs
set_output_delay [expr $clk_period * $clk_io_pct] -clock clk0 [all_outputs]
File: flow/design.v
module cache_data_in_mux(
	input wire [31:0] ahb_data, 
	input wire [31:0] sram1_data, 
	input wire [31:0] sram2_data, 
	input wire [31:0] sd1_data, 
	input wire [31:0] sd2_data, 
	input wire [31:0] sd3_data, 
	input wire [2:0] select_out,
	output reg [31:0] output_data
);
always_comb begin
	if(select_out == 3'd0)
		output_data = 32'd0;
	else if(select_out == 3'd1)
		output_data = ahb_data;
	else if(select_out == 3'd2)
		output_data = sram1_data;
	else if(select_out == 3'd3)
		output_data = sram2_data;
	else if(select_out == 3'd4)
		output_data = sd1_data;
	else if(select_out == 3'd5)
		output_data = sd2_data;
	else
		output_data = sd3_data;
end
endmodule
File: flow/run.sh
#!/bin/bash
# OpenROAD 26Q1-2900-gdf79404cd8, Yosys 0.63+post, stock flow scripts
make -C /OpenROAD-flow-scripts/flow DESIGN_CONFIG=/design/flow/config.mk WORK_HOME=/design/flow/orfs finish
==> job_summary.md <==
### Yosys + OpenROAD results

| Metric | Value |
|---|---|
| Status | `completed` |
| Gate count of the mapped netlist | `369` |
| # setup viols final | `0` |
| Arr. time, crit path | `4200 ps` |
| RSZ-0062 raised after global routing | `false` |
| Worst setup path endpoint | `output_data[10]` |
| Total wire length | `12600 microns` |
| Final ANT Viol Nets | `0` |
| Switching power | `90.9 uW` |
| Hold_buf cts | `0` |
| Critical path data required time | `6560 ps` |
| Register area | `0 sq um` |
| First-pass GRT wire length | `19100 microns` |
| Reg power frac | `0%` |
| Place WS | `2350 ps` |
| Floorplan Utilization | `18.5%` |
| CP bufs+invs | `4` |
| N_diodes | `0` |
| DRC | `0` |
| OpenROAD warning count | `32` |
| Max cap viols | `0` |
| Area delta synth->final | `81.2%` |
| Post-DP HPWL | `9890 microns` |
| Clock Power Share | `0%` |
| Worst-margin pin slew | `858 ps` |
| Largest net degree at the start of global routing | `75` |
| Hold Slack | `4220 ps` |
| Count leader, synth | `a21oi_1` |
| Peak ir drop on the vdd network | `0.0237 mV` |
| Syn Area/Cell | `7.36 sq um` |
| WL per Instance | `17.0 microns` |
| Crit Path Category | `input port to primary output` |
| Core area | `0.0147 sq mm` |
| Period utilization | `71.2%` |
| # rows | `44` |
| Combinational Power Share | `100.0%` |
| Critical path peak fanout | `51` |
| YS warnings | `1` |
| Critical Path Source | `select_out[2]` |
| Final hold violation count | `0` |
| Leading area contributor after synthesis | `a21oi_1` |
| GPL Wtd Cong | `0.809` |
| Netlist Area Pre-Place | `0.00272 sq mm` |
| Pins Over Slew Limit | `0` |
| Slew margin rel. | `42.8%` |
| Post-route cell area | `0.00492 sq mm` |
| Die height | `143 microns` |
| Die W | `143 microns` |
| Congestion Overflow GR | `0` |
| Detailed Route Iter0 Violations | `146` |
| Sum Neg Setup Slack | `0 ps` |
| Worst setup margin | `2360 ps` |
| CP max stage cell | `buf_4` |
| Number of vias per cell | `4.56` |
| PortBufs | `227` |
| Crit start category | `input port` |
| Count of different cell masters after synthesis | `16` |
| Total Routing Usage GR | `11.2%` |
| Total power | `266 uW` |
| Commonest cells post-synth | `97 x a21oi_1, 32 x and3b_1, 32 x mux2_2, 32 x nand2_1, 32 x o22ai_1` |
| CP Depth | `7` |
| Fillers | `1471` |
| Switch share | `34.2%` |
| Fraction of layout cells with a size suffix above 1 | `18.9%` |
| Static leakage | `0.00189 uW` |
| FMAX | `171 MHz` |
| Seq share, synth | `0%` |
| Full die area | `0.0204 sq mm` |
| Detailed Routing Iterations Pass 1 | `4` |
| Chip area line of the yosys report | `0.00272 sq mm` |
| Top cell area share | `17.9%` |
| Boundary pin count | `227` |
| Min cycle time layout | `5840 ps` |
| Via count | `3373` |
| Biggest area cells | `a21oi_1 18%, mux2_4 17%, mux2_2 13%, and3b_1 10%, a21oi_2 10%` |
| PD cells | `54.0 mW/mm^2` |
| Post-CTS Resized | `0` |
| Placed inst area | `0.00492 sq mm` |
| Critical Path Most Common Cell | `buf_4` |
| Hold Path Class | `input port to primary output` |
| Initial antenna violation count | `0` |
| Yosys Instances | `369` |
| Vias in the first global route | `3412` |
| Int Power | `175 uW` |
| Crit path max-delay family | `buffers and inverters` |
| Clock buffer cells | `0` |
| CP max stage delay | `580 ps` |
| Flop Count | `0` |
| Critical Path End Type | `primary output` |
| Postcts setup bufs | `0` |
| Crit-path cells | `buf_4, buf_4, nor2b_4, buf_4, a21oi_1, o22ai_1, clkdlybuf4s50_1` |
==> layer usage <==
| layer | up-vias | routed length [microns] | GRT usage, % |
|---|---|---|---|
| li1 | 1761 | - | - |
| met1 | 1510 | 5370 | 14.7 |
| met2 | 100 | 6280 | 19.4 |
| met3 | 2 | 895 | 2.52 |
| met4 | 0 | 35 | 0.271 |
| met5 | - | 0 | 0 |
==> power by group through the flow <==
| stage | clock network [uW] | logic, uW | registers (uW) |
|---|---|---|---|
| CTS | 0 | 269 | 0 |
| global route | 0 | 289 | 0 |
| finish | 0 | 266 | 0 |
==> cell usage in the layout, fill, tap and decap left out <==
| master | synthesis | final |
|---|---|---|
| buf_4 | 8 | 9 |
| and3b_1 | 32 | 32 |
| mux2_4 | 31 | 31 |
| mux2_1 | 1 | 1 |
| nor2b_4 | 0 | 2 |
| mux2_2 | 32 | 32 |
| o21ai_1 | 1 | 1 |
| o22ai_1 | 32 | 32 |
| a21oi_2 | 31 | 31 |
| a21oi_1 | 97 | 97 |
| nand2_1 | 32 | 32 |
| o21ai_0 | 31 | 31 |
| clkdlybuf4s50_1 | 0 | 224 |
==> worst min-delay path, delay by kind of cell <==
kind | cells | cell delay [ps]
compound gates | 2 | 260
buf+inv | 2 | 680
==> cell families after synthesis <==
logic type	synth area share, %
and+or+nand+nor	15.2
muxes	30.8
buffers and inverters	12.9
AOI/OAI and AO/OA	41.1
==> final cells by class <==
class	instances	area [sq um]	area share, %
multi-input cells	322	2380	48.4
repair buffers	233	2310	46.9
well taps	184	230	4.68
==> worst min path at each step <==
stage	from	end	slack, ps	cells past startpoint
6_report	select_out[2]	output_data[27]	4220	4
5_1_grt	select_out[2]	output_data[28]	4260	3
4_1_cts	select_out[2]	output_data[28]	4240	3
==> metrics by stage <==
stage	instances	utilization (%)
floorplan	369	-
global placement	739	33.5
detailed placement	739	33.5
CTS	739	33.5
global route	739	33.5
finish	739	33.5
Power figures rest on the tool's default switching activity, not on a simulated workload.
