`flow/design.v`:
```
module cache_data_out_mux(
	input wire [31:0] input_data,
	input wire [1:0] select_out,
	output reg [31:0] ahb_data,
	output reg [31:0] sram1_data,
	output reg [31:0] sram2_data
);
always_comb begin
	sram1_data = 32'd0;
	sram2_data = 32'd0;
	ahb_data = 32'd0;
	if(select_out == 2'd1) begin
		sram1_data = input_data;
	end else if(select_out == 2'd2) begin
		sram2_data = input_data;
	end else if(select_out == 2'd3) begin
		ahb_data = input_data;
	end
end
endmodule
```
`flow/run.sh`:
```
#!/bin/bash
# OpenROAD 26Q1-2900-gdf79404cd8, Yosys 0.63+post, stock flow scripts
make -C /OpenROAD-flow-scripts/flow DESIGN_CONFIG=/design/flow/config.mk WORK_HOME=/design/flow/orfs finish
```
`flow/config.mk`:
```
export PLATFORM = sky130hd
export DESIGN_NAME = cache_data_out_mux
export DESIGN_NICKNAME = cache_data_out_mux
export VERILOG_FILES = /design/flow/design.v
export SDC_FILE = /design/flow/constraint.sdc
export NUM_CORES = 4
export LEC_CHECK = 1
export CORE_AREA = 10 10 98 98
export DIE_AREA = 0 0 108 108
```
`flow/constraint.sdc`:
```
current_design cache_data_out_mux

set clk_period 1.0
set clk_io_pct 0.2

create_clock -name clk0 -period $clk_period

set non_clock_inputs [all_inputs -no_clocks]
set_input_delay [expr $clk_period * $clk_io_pct] -clock clk0 $non_clock_inputs
set_output_delay [expr $clk_period * $clk_io_pct] -clock clk0 [all_outputs]
```
==> Flow_metrics.wiki <==
== Run summary ==
{| class="wikitable"
! Metric !! Value
|-
| First-pass GRT wire length || 8740 um
|-
| Number of vias per cell after detailed routing || 4.17
|-
| Routed metal-1 wire length || 3190 um
|-
| Combinational group share of total power || 1.000
|-
| Total of endpoints with negative setup slack in the final report || 92
|-
| Die Width || 108 um
|-
| Largest net degree at the start of global routing || 25
|-
| Initial antenna violation count || 0
|-
| Crit end category || output pin
|-
| Largest cells by area || and3b_1, and3_1, buf_6, and3b_2, clkbuf_2
|-
| Count of routing violations after the opening detailed-route iteration || 53
|-
| Area growth from synthesis to layout || 243%
|-
| Kind of cell adding the most delay to the critical path || buffers and inverters
|-
| Maxcap violations || 0
|-
| Clock share of power || 0
|-
| Rel. slew slack || 0.910
|-
| Status || complete, but fails checks
|-
| CP Max Fanout || 7
|-
| Number of cells in the design after placement || 333
|-
| Final sum of negative setup slack || -8520 ps
|-
| Transition time at the pin with the least slew margin || 135 ps
|-
| Slowest stage cell, crit path || and3b_1
|-
| Cell-internal power || 750 uW
|-
| Sequential area share after synthesis || 0
|-
| Port Buffer Count || 130
|-
| Top cell excl fill/tap || clkbuf_2
|-
| Switching Fraction || 0.309
|-
| Pre-placement core utilization || 0.121
|-
| Share of the clock period used by the worst path || 1.20
|-
| Highest attainable clock frequency || 0.830 GHz
|-
| Portion of total power attributed to sequential cells || 0
|-
| Number of cell instances after yosys synthesis || 116
|-
| Static leakage power || 0.00218 uW
|-
| Global placer's final weighted congestion || 0.767
|-
| Number of sequential cells in the layout || 0
|-
| FILL cells || 721
|-
| Diode count || 0
|-
| Final WL || 7300 um
|-
| Final Worst Setup Slack || -204 ps
|-
| Violated checks || negative setup slack
|-
| GRT Util Overall || 0.0929
|-
| Cell repeated most along the worst path || buf_16
|-
| Post-synthesis instance total || 116
|-
| Via count || 1,676
|-
| Warnings from Yosys || 1
|-
| Post-CTS Hold Fix Bufs || 0
|-
| Post-route antenna net violation count || 0
|-
| Total I/O pin count || 130
|-
| Worst min-delay path class || input port to output pin
|-
| Core Region || 7650 sq um
|-
| Proportion of layout cells with a drive suffix above 1 || 0.580
|-
| Combined flip-flop and latch cell area || 0 sq um
|-
| Yosys top cell area share || 0.549
|-
| Synthesized area divided by synthesized cell count || 7.97 sq um
|-
| Combined buffer and inverter count along the critical path || 5
|-
| Estimated wirelength of the detail-placed design || 3660 um
|-
| Die footprint || 11,700 sq um
|-
| Total length of routed met3 wires || 572 um
|-
| Remaining DRCs || 0
|-
| Vias in the first global route || 1,393
|-
| Largest incremental delay on the critical path || 160 ps
|-
| Area of combinational cells with multiple inputs || 863 sq um
|-
| Setup repair after global routing missed its margin || yes
|-
| Crit start category || input port
|-
| Data required time of the worst path || 800 ps
|-
| Power density normalized to cell area || 343 nW/um^2
|-
| Number of endpoints with negative hold slack in the final report || 0
|-
| Met2 WL || 3540 um
|-
| Clock buffer count || 0
|-
| Tmin final || 1200 ps
|-
| Count of cell types in the netlist || 8
|-
| Most numerous logic cells after layout || clkbuf_2, and3b_1, buf_6
|-
| Final cell count without fillers || 402
|-
| Chain of cells forming the critical path || buf_16, buf_6, buf_16, buf_4, and3b_1, dlymetal6s2s_1
|-
| Category of the critical setup timing path || input port to output pin
|-
| Chip height || 108 um
|-
| OpenROAD warnings || 34
|-
| Area leader, netlist || and3b_1
|-
| Max Used Layer || met3
|-
| Drt pass-1 iters || 4
|-
| Wirelength per Cell || 18.2 um
|-
| Standard-cell row count || 32
|-
| Maximum VDD drop || 139 uV
|-
| Max-slew violation total from the final report || 0
|-
| Global-route congestion overflow total || 0
|-
| Yosys Chip Area || 925 sq um
|-
| Post-Synthesis Cell Area || 925 sq um
|-
| Power spent charging and discharging nets || 335 uW
|-
| Arrival time of the worst setup path || 1000 ps
|}
-- power groups by stage --
stage | logic, uW | clock network, uW | registers, uW
6_report | 1090 | 0 | 0
5_1_grt | 1170 | 0 | 0
4_1_cts | 805 | 0 | 0
-- tightest hold or removal path: cells and delay by family --
| kind | cells | cell delay (ps) |
|---|---|---|
| simple gates | 1 | 150 |
| buf+inv | 2 | 280 |
-- cell usage after synthesis (all sizes together) --
cell    instances
clkbuf          7
buf            13
and3           32
and3b          64
-- path summary, 6_finish.rpt --
| path | start | endpoint | depth (start not counted) |
|---|---|---|---|
| worst max-delay path | select_out[0] | sram1_data[11] | 6 |
| worst min-delay path | input_data[26] | ahb_data[26] | 3 |
-- timing repair --
item,in CTS,in global routing
buffers inserted,5,46
pin swaps,5,20
setup endpoints to repair,96,92
gates resized,129,225
gates cloned,12,10
-- routing by layer --
layer	global-route usage	vias up
met4	0	0
met2	0.165	73
met1	0.111	796
met5	0	-
li1	-	807
met3	0.0337	0
-- metrics by stage --
step,area [sq um],power [uW],hold WS (ps),util,setup slack (ps)
detailed placement,2270,684,1260,0.297,-566
finish,3170,1090,832,0.414,-204
floorplan,925,204,502,-,208
global placement,2270,682,1260,0.297,-562
CTS,2560,805,853,0.335,-379
global route,3170,1170,873,0.414,-229
-- cell families (layout without fill, tap and decap cells) --
family                 count (synthesis)  count (layout)  synth area share
buffers and inverters                 20             204             0.169
AND/OR/NAND/NOR                       96              96             0.831
-- area by class of cell --
cell class / instances / share of cell area
Tap cell: 102 / 0.0403
Timing Repair Buffer: 204 / 0.687
Multi-Input combinational cell: 96 / 0.273
Power is estimated from default activity; no workload was simulated.
